===== flow/config.mk =====
export PLATFORM = sky130hd
export DESIGN_NAME = strobe_gen
export DESIGN_NICKNAME = strobe_gen
export VERILOG_FILES = /design/flow/design.v
export SDC_FILE = /design/flow/constraint.sdc
export NUM_CORES = 4
export LEC_CHECK = 1
export CORE_AREA = 10 10 70 70
export DIE_AREA = 0 0 80 80

===== flow/constraint.sdc =====
current_design strobe_gen

set clk_period 2.1
set clk_io_pct 0.2

create_clock -name clk0 -period $clk_period [get_ports {clk}]

set non_clock_inputs [all_inputs -no_clocks]
set_input_delay [expr $clk_period * $clk_io_pct] -clock clk0 $non_clock_inputs
set_output_delay [expr $clk_period * $clk_io_pct] -clock clk0 [all_outputs]

===== flow/design.v =====
`default_nettype none
`timescale 1ns/1ns
module strobe_gen #(
    parameter WIDTH = 8
    ) (
    input wire clk,
    input wire reset,
    output reg out
    );
    reg [WIDTH-1:0] count;
    always @(posedge clk) begin
        if(reset) begin
	    count <= 1'b0;
	    out   <= 1'b0;
	end else if(count[WIDTH-1] == 1'b1) begin
            count <= 1'b0;
	    out   <= 1'b1;
        end else begin
            count <= count + 1'b1;
	    out   <= 1'b0;
        end
    end
endmodule

===== flow/run.sh =====
#!/bin/bash
# OpenROAD 26Q1-2900-gdf79404cd8, Yosys 0.63+post, stock flow scripts
make -C /OpenROAD-flow-scripts/flow DESIGN_CONFIG=/design/flow/config.mk WORK_HOME=/design/flow/orfs finish

==> flow_summary_export.csv <==
group,metric,value,unit
status,outcome,"finished clean",
global_routing,grt.overflow.total,0,
clocking,post-cts-setup-buffers,0,
critical_path,startpoint_type,"flop",
drt,vias,235,
timing,slew_viol_final,0,
critical_path,timing.critical_path.max_delay_family,"buffers and inverters",
critical_path,cp_slowest_stage_delay,460,ps
yosys,yosys_warnings,1,
yosys,flop_cell,"sky130_fd_sc_hd__dfxtp_1",
timing,unrepaired_setup_endpoints_after_global_routing,"false",
floorplanning,design.core.area,0.00342,mm^2
power_and_ir_drop,power.internal,0.256,mW
clocking,tritoncts_sinks,9,
power_and_ir_drop,power.density_cell_area,758,mW/mm^2
drt,detailroute.wirelength.met3,43,um
floorplanning,count_of_standard_cell_rows,21,
timing,final_period_minus_worst_setup_slack,1440,ps
timing,maximum_clock_rate,0.694,GHz
yosys,syn-mean-instance-area,9.60,um^2
power_and_ir_drop,cellLeakagePower,0.137,nW
drt,first_iter_violations,44,
clocking,cts_resized,0,
critical_path,cp_data_arrival_time,1020,ps
clocking,cts.reportedPaths.clkPinSlew,60,ps
yosys,top_cells_by_area,"sky130_fd_sc_hd__dfxtp_1 (55%), sky130_fd_sc_hd__nor2_1 (5.7%), sky130_fd_sc_hd__xor2_1 (5.4%)",
power_and_ir_drop,comb_power_share,4.0,%
global_routing,grt_start_max_net_pins,7,
timing,finalHoldViolations,0,
clocking,cts_buffers,3,
drt,drt_first_pass_iters,4,
yosys,cell_type_with_the_largest_total_area,"sky130_fd_sc_hd__dfxtp_1",
placed_design,placed_cell_area,400,um^2
clocking,insertion_delay,250,ps
floorplanning,chip_area,0.00640,mm^2
run,warnings,25,
layout,flow.area_growth_from_synthesis,30.7,%
placed_design,post-dp-hpwl,373,um
critical_path,critPathMaxFanout,1,
drt,antenna_violating_nets_post_route,0,
drt,via_per_inst,2.76,
drt,wl_per_cell,6.04,um
yosys,ys_top_cells_by_count,"sky130_fd_sc_hd__dfxtp_1 (9), sky130_fd_sc_hd__nor2_1 (5), sky130_fd_sc_hd__nand3_1 (3)",
yosys,synth.ff_latch_count,9,
drt,highest_layer,"met4",
clocking,cts_root_buf,"sky130_fd_sc_hd__clkbuf_4",
clocking,ctsLongestPathBuffers,2,
power_and_ir_drop,clkPwrFrac,40.2,%
yosys,yosys.cell_types.count,16,
critical_path,cp-end-kind,"primary output",
timing,final_setup_viols,0,
yosys,synth_stat.cells,34,
power_and_ir_drop,p_switching,0.0676,mW
clocking,cts_max_level,1,
yosys,synth_sequential_area_ratio,55.2,%
drt,drc,0,
layout,fraction_of_final_layout_cells_with_drive_strength_greater_than_1,12.8,%
layout,final_cell_area,427,um^2
timing,finalCritPeriodShare,68.6,%
clocking,cts_hold_buf,0,
floorplanning,floorplan.io_pins,3,
drt,routed_wl,513,um
drt,wl_met2,194,um
drt,antenna_cells_inserted,0,
run,drv_cap,0,
yosys,mappedNetlistArea,327,um^2
yosys,async_set_or_reset_flop_fraction_in_the_synthesized_netlist,0,%
min_path,min_path_type,"flop to flop",
yosys,synthCells,34,
floorplanning,die_span_x,80,um
power_and_ir_drop,ir_drop,186,uV
global_routing,first_global_vias,189,
placed_design,portBuffers,2,
power_and_ir_drop,share_seq_of_total_power,55.7,%
yosys,enable_flop_cells,0,
global_routing,globalRouteTotalUtil,1.49,%
timing,relSlewSlack,88.3,%
critical_path,worst_path_max_delay_cell,"sky130_fd_sc_hd__clkdlybuf4s50_1",
timing,setup_skew,0.664,ps
yosys,top_cell,"sky130_fd_sc_hd__dfxtp_1",
critical_path,cp.required,1680,ps
drt,m1WireLength,256,um
floorplanning,initial_core_utilization,9.56,%
critical_path,critical_path_buf_inv_count,1,
timing,setup_tns,0,ps
floorplanning,die_height,80,um
clocking,cts_tree,"yes",
global_routing,grt_first_pass_wirelength,772,um
critical_path,classification_of_the_worst_setup_path,"flop to primary output",
yosys,netlist.area_leader.share,55.2,%
placed_design,final_weighted_congestion_in_routability_driven_placement,0.705,
timing,tightest_slew,175,ps
power_and_ir_drop,fraction_of_power_spent_switching_nets,20.9,%
global_routing,grt_antenna_before_repair,0,
layout,n_fill_cell,399,
yosys,synth-area-yosys,327,um^2
critical_path,critical_path.cell_chain,"clkdlybuf4s50_1",
==> sequential cells by signal, summed over array words and instances, names as in the netlist <==
register  count
out           1
count         8
==> through the flow <==
stage / cells / utilization (%) / hold slack, ps / setup WS, ps / power [mW]
floorplan: 34 / - / 429 / 984 / 0.192
global placement: 81 / 11.7 / 443 / 724 / 0.196
detailed placement: 81 / 11.7 / 452 / 711 / 0.197
CTS: 85 / 12.5 / 466 / 639 / 0.329
global route: 85 / 12.5 / 487 / 612 / 0.336
finish: 85 / 12.5 / 462 / 660 / 0.323
==> worst reg2reg max path: cells and delay by family, from the launching register on <==
kind | cells | cell delay, ps
adders and majority gates | 1 | 230
and+or+nand+nor | 2 | 410
AOI/OAI and AO/OA | 1 | 140
DFF | 1 | 370
==> per-layer routing <==
metal	GRT usage (%)	vias up
li1	-	126
met1	1.88	97
met2	1.85	10
met3	1.14	2
met4	0.528	0
met5	0	-
==> worst paths after layout <==
| check | start | to | slack [ps] | cells past startpoint |
|---|---|---|---|---|
| worst max-delay path | out$_SDFF_PP0_ | out | 660 | 1 |
| worst min-delay path | count[0]$_SDFF_PP0_ | count[0]$_SDFF_PP0_ | 460 | 1 |
| worst max register to register | count[0]$_SDFF_PP0_ | count[6]$_SDFF_PP0_ | 890 | 4 |
| worst min register to register | count[0]$_SDFF_PP0_ | count[0]$_SDFF_PP0_ | 460 | 1 |
==> power by group through the flow <==
| stage | clock (mW) | combinational (mW) | sequential, mW |
|---|---|---|---|
| global route | 0.142 | 0.0141 | 0.181 |
| finish | 0.130 | 0.0131 | 0.180 |
| CTS | 0.136 | 0.0130 | 0.180 |
==> layout make-up <==
cell class / count / area, um^2 / area share, %
well taps: 46 / 57.6 / 13.5
flip-flops and latches: 9 / 180 / 42.2
clock buffers: 4 / 26.3 / 6.16
repair buffers: 2 / 20.0 / 4.69
multi-input cells: 24 / 143 / 33.4
==> kinds of logic (layout without fill, tap and decap cells) <==
kind of cell               Yosys count  after routing  share of synthesized area, %
adders and majority gates            1              1                          3.83
AOI/OAI and AO/OA                    4              4                          6.13
DFF                                  9              9                          55.2
buffers and inverters                1              6                          1.15
xor gates and xnor gates             3              3                          8.05
and+or+nand+nor                     16             16                          25.7
==> layout by cell type, fill, tap and decap left out, drive strengths merged <==
cell	n
xnor2	1
or3	2
nor3	1
a21oi	2
nand2	1
o21ai	2
clkdlybuf4s50	2
nor2	5
ha	1
clkbuf	4
or2	1
and2	1
xor2	2
dfxtp	9
nor2b	1
nand3	4
Power figures rest on the tool's default switching activity, not on a simulated workload.
