==> /design/flow/design.v <==
`default_nettype none
`timescale 1ns/1ns
module debounce #(
    parameter HIST_LEN = 8
)(
    input wire clk,
    input wire reset,
    input wire button,
    output reg debounced
);
    localparam on_value = 2 ** HIST_LEN - 1;
    reg [HIST_LEN-1:0] button_hist;
    always @(posedge clk) begin
        if(reset) begin
            button_hist <= 0;
            debounced <= 1'b0;
        end else begin
            button_hist <= {button_hist[HIST_LEN-2:0], button};
            if(button_hist == on_value)
                debounced <= 1'b1;
            else if(button_hist == {HIST_LEN{1'b0}})
                debounced <= 1'b0;
       end
    end
endmodule
`default_nettype none
`timescale 1ns/1ns
module encoder #(
    parameter WIDTH = 8,
    parameter INCREMENT = 1'b1
)(
    input clk,
    input reset,
    input a,
    input b,
    output reg [WIDTH-1:0] value
);
    reg old_a;
    reg old_b;
    always @(posedge clk) begin
        if(reset) begin
            old_a <= 0;
            old_b <= 0;
            value <= 0;
        end else begin
            old_a <= a;
            old_b <= b;
            case ({a,old_a,b,old_b})
                4'b1000: value <= value + INCREMENT;
                4'b0111: value <= value + INCREMENT;
                4'b0010: value <= value - INCREMENT;
                4'b1101: value <= value - INCREMENT;
                default: value <= value;
            endcase
        end
    end
endmodule
`default_nettype none
`timescale 1ns/1ns
module pwm #(
    parameter WIDTH = 8,
    parameter INVERT = 0
    ) (
    input wire clk,
    input wire reset,
    output reg out,
    input wire [WIDTH-1:0] level
    );
    reg [WIDTH-1:0] count;
    wire pwm_on = count < level;
    always @(posedge clk) begin
        if(reset)
            count <= 1'b0;
        else
            count <= count + 1'b1;
    end
    always @(posedge clk) begin
	if(reset)
            out <= 1'b0;
        else if(INVERT)
	    out <= ! pwm_on;
        else
            out <= pwm_on;
    end
endmodule
`default_nettype none
`timescale 1ns/1ns
module rgb_mixer (
    input clk,
    input reset_n,
    input enc0_a,
    input enc0_b,
    input enc1_a,
    input enc1_b,
    input enc2_a,
    input enc2_b,
    output pwm0_out,
    output pwm1_out,
    output pwm2_out
);
    wire enc0_a_db, enc0_b_db;
    wire enc1_a_db, enc1_b_db;
    wire enc2_a_db, enc2_b_db;
    wire [7:0] enc0, enc1, enc2;
    wire reset = ! reset_n;
    debounce #(.HIST_LEN(8)) debounce0_a(.clk(clk), .reset(reset), .button(enc0_a), .debounced(enc0_a_db));
    debounce #(.HIST_LEN(8)) debounce0_b(.clk(clk), .reset(reset), .button(enc0_b), .debounced(enc0_b_db));
    debounce #(.HIST_LEN(8)) debounce1_a(.clk(clk), .reset(reset), .button(enc1_a), .debounced(enc1_a_db));
    debounce #(.HIST_LEN(8)) debounce1_b(.clk(clk), .reset(reset), .button(enc1_b), .debounced(enc1_b_db));
    debounce #(.HIST_LEN(8)) debounce2_a(.clk(clk), .reset(reset), .button(enc2_a), .debounced(enc2_a_db));
    debounce #(.HIST_LEN(8)) debounce2_b(.clk(clk), .reset(reset), .button(enc2_b), .debounced(enc2_b_db));
    encoder #(.WIDTH(8)) encoder0(.clk(clk), .reset(reset), .a(enc0_a_db), .b(enc0_b_db), .value(enc0));
    encoder #(.WIDTH(8)) encoder1(.clk(clk), .reset(reset), .a(enc1_a_db), .b(enc1_b_db), .value(enc1));
    encoder #(.WIDTH(8)) encoder2(.clk(clk), .reset(reset), .a(enc2_a_db), .b(enc2_b_db), .value(enc2));
    pwm #(.WIDTH(8)) pwm0(.clk(clk), .reset(reset), .out(pwm0_out), .level(enc0));
    pwm #(.WIDTH(8)) pwm1(.clk(clk), .reset(reset), .out(pwm1_out), .level(enc1));
    pwm #(.WIDTH(8)) pwm2(.clk(clk), .reset(reset), .out(pwm2_out), .level(enc2));
endmodule
==> /design/flow/run.sh <==
#!/bin/bash
# OpenROAD 26Q1-2900-gdf79404cd8, Yosys 0.63+post, stock flow scripts
make -C /OpenROAD-flow-scripts/flow DESIGN_CONFIG=/design/flow/config.mk WORK_HOME=/design/flow/orfs finish
==> /design/flow/config.mk <==
export PLATFORM = sky130hd
export DESIGN_NAME = rgb_mixer
export DESIGN_NICKNAME = rgb_mixer
export VERILOG_FILES = /design/flow/design.v
export SDC_FILE = /design/flow/constraint.sdc
export NUM_CORES = 4
export LEC_CHECK = 1
export CORE_UTILIZATION = 50
==> /design/flow/constraint.sdc <==
current_design rgb_mixer

set clk_period 3.7
set clk_io_pct 0.2

create_clock -name clk0 -period $clk_period [get_ports {clk}]

set non_clock_inputs [all_inputs -no_clocks]
set_input_delay [expr $clk_period * $clk_io_pct] -clock clk0 $non_clock_inputs
set_output_delay [expr $clk_period * $clk_io_pct] -clock clk0 [all_outputs]
==> out/qor.csv <==
stage;metric;value;unit
run_status;run status;complete, no violations;
route;post-route ant nets;0;
critical_path;r2r startpoint;encoder0.old_b$_SDFF_PN0_;
route;via count;3528;
clock_network;total CTS buffers;9;
yosys;yosys cell count;547;
timing;RSZ-0062 raised after global routing;no;
critical_path;worst reg2reg path depth;8;
yosys;synth warn;3;
yosys;synth cell count leaders;dfxtp_1, and2_1, nand2_1;
yosys;YS chip area;0.005180;mm2
yosys;Synth async-reset ratio;0;%
route;max layer used;met4;
worst_hold_path;hold depth;2;
timing;max-slew violation count;0;
critical_path;crit start category;flop;
timing;fmax;398.9;MHz
clock_network;CTS tree;yes;
yosys;cells after synthesis;547;
route;M1 WL;4204;um
floorplan;FP Core Util;52.27;%
yosys;largest area contributor in the netlist;dfxtp_1;
route;DRC;0;
clock_network;cts hold-fix bufs;0;
grt;Tot GR Track Use;16.00;%
final_layout;fraction of layout cells with a size suffix above 1;4.464;%
timing;setup TNS;0;ps
final_layout;post-route cell area;0.005613;mm2
timing;Slew headroom;47.74;%
clock_network;Clock Path Buffers;2;
yosys;number of enable flip-flop cells;0;
pwr;Max IR drop VDD;0.3385;mV
route;met2 WL;3226;um
route;DRT iter0 DRCs;102;
run;max-cap check violation count;0;
final_layout;area delta synth->final;8.357;%
grt;first-pass GRT wire length;14190;um
critical_path;Critical Path End Type;flop;
clock_network;Worst-Skew Late Latency;370;ps
placed_design;I/O Buffers;10;
yosys;Yosys reg bits;111;
placed_design;gpl congestion;0.8193;
timing;Worst Max-Slew Pin Slew;783.9;ps
worst_hold_path;Worst Hold Class;reg -> reg;
pwr;Pwr Density;362.0;mW/mm2
timing;count of final setup violators;0;
floorplan;row cnt;36;
critical_path;CP max FO;9;
placed_design;Post-DP Area;0.005405;mm2
grt;pin count of the biggest net entering global routing;121;
grt;grt total ovfl;0;
floorplan;die extent in y;103.8;um
placed_design;placed wire-length estimate;5285;um
critical_path;RR Endpoint;encoder0.value[7]$_SDFFE_PN0P_;
route;WL final;7763;um
yosys;Synth top cell by count;dfxtp_1;
timing;shortest period the worst path allows;2507;ps
floorplan;die x size;103.8;um
clock_network;post-CTS setup buffer count;0;
run;OpenROAD warning count;28;
timing;skew final;12.17;ps
grt;initial antenna violation count;0;
timing;Hold Vio Cnt, Final;0;
yosys;Post-Synthesis Cell Area;0.005180;mm2
clock_network;clock sink count;111;
yosys;distinct lib cells;46;
route;vias per std cell;5.091;
clock_network;Worst-path clk slew;110;ps
yosys;syn avg cell area;9.470;um2
yosys;Area leader share;42.90;%
floorplan;CORE AREA;0.009910;mm2
worst_hold_path;Hold EP;debounce0_b.debounced$_SDFFE_PN0P_;
timing;Final Cycle Share;67.75;%
critical_path;Worst R2R Setup Slack;1190;ps
critical_path;arrival time at the worst endpoint;2770;ps
clock_network;CTS Root Cell;clkbuf_8;
clock_network;# H-tree levels;3;
worst_hold_path;min-delay src;debounce0_b.button_hist[4]$_SDFF_PN0_;
critical_path;WP data required;3960;ps
floorplan;die area;0.01077;mm2
route;metal3 WL;222;um
floorplan;num ports;11;
yosys;dominant register cell;dfxtp_1;
yosys;register share after synthesis;42.90;%
route;routed len/inst;11.20;um
clock_network;post-CTS sizing;0;
pwr;Leak;2.393;nW
timing;hold slack;455.9;ps
yosys;Top cells by area;dfxtp_1, ha_1, and2_1, xnor2_1, nand2_1;
grt;number of global-route vias before repair;3239;
route;number of diodes;0;
critical_path;CP Class;reg -> reg;
route;DR pass1 iterations;4;
==> area by class of cell <==
cell class	instances	area, um2
fill	879	4297
sequential	111	2222
tap	133	166.4
clock buffer	11	151.4
inverter	33	123.9
clock inverter	5	56.30
timing repair buffer	13	130.1
multi-input combinational	387	2763
==> critical path, stage by stage (launching register included) <==
cell,delay [ps]
dfxtp_1,320
or2_1,260
o22ai_2,330
ha_1,340
a211oi_2,320
o31ai_2,100
a211oi_1,250
mux2_1,360
mux2i_1,120
==> kinds of logic (layout without fill, tap and decap cells) <==
| family | count (synthesis) | in the layout | synth area share (%) |
|---|---|---|---|
| AND/OR/NAND/NOR | 215 | 215 | 23.50 |
| flip-flops | 111 | 111 | 42.90 |
| AND-OR/OR-AND | 81 | 81 | 10.39 |
| buffers and inverters | 49 | 62 | 3.768 |
| adder cells (fa/ha/maj) | 46 | 46 | 11.55 |
| XOR/XNOR | 34 | 34 | 5.749 |
| multiplexers | 11 | 11 | 2.150 |
==> worst max-delay path by stage <==
stage	from	end	slack (ps)
5_1_grt	encoder0.old_b$_SDFF_PN0_	encoder0.value[7]$_SDFFE_PN0P_	1000
6_report	encoder0.old_b$_SDFF_PN0_	encoder0.value[7]$_SDFFE_PN0P_	1190
4_1_cts	encoder0.old_b$_SDFF_PN0_	encoder0.value[7]$_SDFFE_PN0P_	1180
==> power breakdown <==
part           total, mW  internal [mW]  switching (mW)
combinational     0.0783         0.0442          0.0341
clock              0.722          0.302           0.420
sequential          1.23           1.22          0.0157
total               2.03           1.56           0.470
==> layer usage <==
metal  up-vias  global-route usage [%]
met5         -                       0
met1      1589                   25.45
met2        39                   24.30
li1       1891                       -
met3         9                   2.885
met4         0                   2.041
==> per-stage QoR <==
step | setup slack (ps) | utilization [%] | power (mW) | std cells
after floorplan | 1379 | - | 1.310 | 547
after global placement | 1244 | 54.55 | 1.337 | 677
after detailed placement | 1218 | 54.55 | 1.339 | 677
after CTS | 1179 | 56.64 | 2.072 | 693
after global routing | 1000 | 56.64 | 2.128 | 693
final | 1193 | 56.64 | 2.032 | 693
==> placed cells by master (no fill, tap or decap), types with 4 or more instances in the layout <==
cell type        instances
nand3_1                 20
o21ai_1                 20
nand4b_1                 6
nor2b_1                 14
ha_1                    43
nor4_1                   6
or4_1                    6
clkdlybuf4s50_1          9
xnor2_1                 24
xor2_1                  10
nand2_1                 46
nand4_1                 11
nand2b_1                11
o21ai_0                  5
mux2i_1                 10
and2_1                  74
dfxtp_1                111
a21o_1                  11
and3_1                   6
nor2_1                   6
a21oi_1                 19
a211oi_1                 4
clkbuf_8                11
inv_1                   33
Power and IR drop assume default switching activity.
